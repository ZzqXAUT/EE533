<file path="./config.mk">
export PLATFORM = sky130hd
export DESIGN_NAME = Regfiles
export DESIGN_NICKNAME = Regfiles
export VERILOG_FILES = /design/flow/design.v
export SDC_FILE = /design/flow/constraint.sdc
export NUM_CORES = 4
export LEC_CHECK = 1
export CORE_UTILIZATION = 40
</file>
<file path="./constraint.sdc">
current_design Regfiles

set clk_period 12.4
set clk_io_pct 0.2

create_clock -name clk0 -period $clk_period [get_ports {CLK}]

set non_clock_inputs [all_inputs -no_clocks]
set_input_delay [expr $clk_period * $clk_io_pct] -clock clk0 $non_clock_inputs
set_output_delay [expr $clk_period * $clk_io_pct] -clock clk0 [all_outputs]
</file>
<file path="./design.v">
`timescale 1ns / 1ps
	module DFF_64_en(
	   input en,
	   input rst_n,
	   input [63:0] data_in,
	   input CLK,
	   output reg [63:0] data_out
	);
		   always@(posedge CLK or negedge rst_n ) begin
			  if(!rst_n)
					data_out <= 64'b0;
				else if(en)
					data_out <= data_in;
				end
	endmodule
	module Regfiles(
	   input [3:0] r0addr,
	   input [3:0] r1addr,
	   input wena,
	   input CLK,
	   input rst_n,
	   input [3:0] waddr,
	   input [63:0] wdata,
	   output reg [63:0] r0data,
	   output reg [63:0] r1data
	);
		localparam [3:0] R0  = 4'h0;
		localparam [3:0] R1  = 4'h1;
		localparam [3:0] R2  = 4'h2;
		localparam [3:0] R3  = 4'h3;
		localparam [3:0] R4  = 4'h4;
		localparam [3:0] R5  = 4'h5;
		localparam [3:0] R6  = 4'h6;
		localparam [3:0] R7  = 4'h7;
		localparam [3:0] R8  = 4'h8;
		localparam [3:0] R9  = 4'h9;
		localparam [3:0] RA  = 4'hA;
		localparam [3:0] RB  = 4'hB;	
		localparam [3:0] RC  = 4'hC;	
		localparam [3:0] RD  = 4'hD;
		localparam [3:0] RE  = 4'hE;	
		localparam [3:0] RF  = 4'hF;	
		wire [15:0] R_en;
		wire [63:0] DFF_out[0:15];
		assign R_en[0] = wena & (waddr == R0);				
		assign R_en[1] = wena & (waddr == R1);
		assign R_en[2] = wena & (waddr == R2);
		assign R_en[3] = wena & (waddr == R3);
		assign R_en[4] = wena & (waddr == R4);
		assign R_en[5] = wena & (waddr == R5);
		assign R_en[6] = wena & (waddr == R6);
		assign R_en[7] = wena & (waddr == R7);
		assign R_en[8] = wena & (waddr == R8);				
		assign R_en[9] = wena & (waddr == R9);
		assign R_en[10] = wena & (waddr == RA);
		assign R_en[11] = wena & (waddr == RB);
		assign R_en[12] = wena & (waddr == RC);
		assign R_en[13] = wena & (waddr == RD);
		assign R_en[14] = wena & (waddr == RE);
		assign R_en[15] = wena & (waddr == RF);
		genvar i;
		generate
				for(i=0;i<16;i=i+1)begin : GEN_REG
					DFF_64_en U_DFF(
					.en(R_en[i]),
					.rst_n(rst_n),
					.data_in(wdata),
					.CLK(CLK),
					.data_out(DFF_out[i])	
					);
				end
		endgenerate
		always@(*) begin
			r0data = 64'b0;
			r1data = 64'b0;
			case(r0addr) 
				R0: r0data = DFF_out[0];
				R1: r0data = DFF_out[1];			
				R2: r0data = DFF_out[2];		
				R3: r0data = DFF_out[3];
				R4: r0data = DFF_out[4];
				R5: r0data = DFF_out[5];
				R6: r0data = DFF_out[6];
				R7: r0data = DFF_out[7];
				R8: r0data = DFF_out[8];
				R9: r0data = DFF_out[9];			
				RA: r0data = DFF_out[10];		
				RB: r0data = DFF_out[11];
				RC: r0data = DFF_out[12];
				RD: r0data = DFF_out[13];
				RE: r0data = DFF_out[14];
				RF: r0data = DFF_out[15];
				default: r0data = 64'b0;
			endcase		
			case(r1addr) 
				R0: r1data = DFF_out[0];
				R1: r1data = DFF_out[1];			
				R2: r1data = DFF_out[2];		
				R3: r1data = DFF_out[3];
				R4: r1data = DFF_out[4];
				R5: r1data = DFF_out[5];
				R6: r1data = DFF_out[6];
				R7: r1data = DFF_out[7];
				R8: r1data = DFF_out[8];
				R9: r1data = DFF_out[9];			
				RA: r1data = DFF_out[10];		
				RB: r1data = DFF_out[11];
				RC: r1data = DFF_out[12];
				RD: r1data = DFF_out[13];
				RE: r1data = DFF_out[14];
				RF: r1data = DFF_out[15];
				default: r1data = 64'b0;
			endcase			
		end
endmodule
</file>
<file path="./run.sh">
#!/bin/bash
# OpenROAD 26Q1-2900-gdf79404cd8, Yosys 0.63+post, stock flow scripts
make -C /OpenROAD-flow-scripts/flow DESIGN_CONFIG=/design/flow/config.mk WORK_HOME=/design/flow/orfs finish
</file>
==> qor.yml <==
place:
  gp_congestion: 0.953
  place_area_um2: 57600
  dpl_worst_slack_ns: 3.44
  hpwl_um: 122000
  portBuffers: 206
clocking:
  cts_tree: "built"
  postCtsSetupRepairBufs: 0
  post_cts_resized: 0
  clkLatencyLatePin_ns: 0.73
  root_buffer: "clkbuf_16"
  postCtsHoldBufs: 0
  path_clk_slew_ns: 0.06
  h-tree-depth: 3
  numCtsBuffers: 111
  clock_sinks: 1024
  cts.path.max_buffers: 3
final_layout:
  largest_reg_flops: 1024
  top_register: "GEN_REG.U_DFF.data_out"
  syn_to_final_growth_pct: 13.6
  reg_top3: "GEN_REG.U_DFF.data_out x1024"
  drive_gt1_frac: 0.311
  n_fill_cell: 12000
  fin_area_um2: 61300
critical_path:
  crit_slowest_cell: "buf_4"
  crit_path_end_kind: "primary output"
  crit_chain: "buf_6, buf_4, buf_4, nor2_4, buf_4, buf_4, a22o_1, a222oi_1, o221ai_1, o32a_1, clkdlybuf4s50_1"
  cpMostUsedCell: "buf_4"
  max_stage_delay_ns: 0.55
  path_buffers: 6
  reg2reg_depth: 1
  worst_ep_required_time_ns: 9.92
  path_delay_family: "buffers and inverters"
  cp-start-kind: "input port"
  cp_max_fo: 39
  path_depth: 11
  critPathKind: "input port to primary output"
  cp.arrival_ns: 6.66
route:
  wl_per_cell_um: 32.6
  wirelength_um: 211000
  vias: 42400
  avgViaCountPerCell: 6.56
  drc: 0
  antenna_left: 0
  drtIter0Drc: 3757
  first_pass_iters: 29
sta:
  hold_violations: 0
  clock_skew_ns: 0
  fmax_ghz: 0.109
  setup_ws_ns: 3.26
  setup_tns_ns: 0
  post-route-period-util: 0.737
  final_max_slew_viol_count: 0
  worst_slew_pin_slew_ns: 0.963
  min_period_ns: 9.14
  rsz0062_at_grt: "false"
  setup_viol: 0
  slew_headroom: 0.356
global_routing:
  gr-total-overflow: 0
  antenna_found_initial: 12
  grt_usage: 0.319
  grt_pass1_vias: 42200
  grt_max_degree: 133
  grt_first_pass_wirelength_um: 303000
run:
  tool_warnings: 35
  maxCapViolCount: 0
status:
  status: "completed"
floorplan:
  ios: 207
  fp_util: 0.403
  rows: 134
  dieWidth_um: 369
  die_y_um: 369
  core_um2: 134000
  die_area_um2: 136000
synthesis:
  syn_area_per_cell_um2: 11.7
  async_reset_ff_frac: 1.00
  ys_cells: 4601
  syn_area_um2: 53900
  synth-edff-count: 0
  yosys_warnings: 2
  synth_cells: 4601
  ys.flops: 1024
  yosysChipArea_um2: 53900
  yosysSeqAreaShare: 0.475
  ys.flop_type: "dfrtp_1"
  synth.distinct_cells: 54
power_and_ir_drop:
  vdd_drop_max_v: 0.000120
  p_int_uw: 7250
  comb_power_share: 0.211
  power_leakage_uw: 0.0251
  power_frac_clock: 0.328
  seqPwrFrac: 0.461
  p_switching_uw: 3040
  switching_share: 0.296
  pwr_density_cell_nw_per_um2: 168
min_path:
  hold-path-cell-count: 1
  hold_class: "flop to flop"
## stage by stage
stage | utilization | cells | hold WS [ns] | power (µW)
2_1_floorplan | - | 4601 | 0.479 | 6020
3_3_place_gp | 0.431 | 6257 | 0.492 | 6870
3_5_place_dp | 0.431 | 6257 | 0.498 | 6920
4_1_cts | 0.458 | 6457 | 0.511 | 10300
5_1_grt | 0.458 | 6458 | 0.526 | 10700
6_report | 0.458 | 6463 | 0.515 | 10300
## cells in the final DEF (no fill, tap or decap), types with 8 or more instances in the layout
| cell type | count |
|---|---|
| a2111oi_0 | 8 |
| nor2_1 | 269 |
| nor2b_1 | 25 |
| inv_1 | 13 |
| clkdlybuf4s50_1 | 197 |
| o22a_1 | 18 |
| clkinv_2 | 15 |
| dfrtp_1 | 1024 |
| o22ai_1 | 66 |
| mux2i_1 | 277 |
| clkbuf_1 | 26 |
| mux2_2 | 1081 |
| a22o_1 | 22 |
| clkbuf_8 | 35 |
| clkbuf_16 | 113 |
| nand3_1 | 12 |
| a2bb2oi_1 | 45 |
| buf_12 | 8 |
| nand2_1 | 137 |
| nand2b_1 | 51 |
| buf_4 | 133 |
| o21ai_0 | 19 |
| nor2_4 | 17 |
| a221oi_1 | 47 |
| nand3b_1 | 15 |
| a21oi_1 | 209 |
| o211ai_1 | 88 |
| o32a_1 | 103 |
| a31oi_1 | 64 |
| a32o_1 | 12 |
| a22oi_1 | 362 |
| o221ai_1 | 67 |
| a211o_1 | 12 |
| a222oi_1 | 9 |
## kinds of logic after synthesis
group / count (synthesis) / synth area share
buffers and inverters: 473 / 0.0396
muxes: 1358 / 0.277
and+or+nand+nor: 582 / 0.0482
AOI/OAI and AO/OA: 1164 / 0.160
DFF: 1024 / 0.475
## cell type report
type | count | area (µm²) | area share
Multi-Input combinational cell | 3104 | 26500 | 0.432
Timing Repair Buffer | 346 | 3220 | 0.0525
Tap cell | 1768 | 2210 | 0.0361
Clock inverter | 27 | 278 | 0.00453
Clock buffer | 173 | 3390 | 0.0554
Inverter | 15 | 56.3 | 0.000919
Antenna cell | 6 | 15.0 | 0.000245
Sequential cell | 1024 | 25600 | 0.418
## final timing paths
kind | from | endpoint | slack (ns)
worst max-delay path | r1addr[1] | r1data[60] | 3.26
max in group asynchronous | rst_n | GEN_REG[10].U_DFF.data_out[45] | 8.08
min in group asynchronous | rst_n | GEN_REG[10].U_DFF.data_out[57] | 1.75
worst min-delay path | GEN_REG[2].U_DFF.data_out[61] | GEN_REG[2].U_DFF.data_out[61] | 0.51
worst min register to register | GEN_REG[2].U_DFF.data_out[61] | GEN_REG[2].U_DFF.data_out[61] | 0.51
worst max register to register | GEN_REG[12].U_DFF.data_out[6] | GEN_REG[12].U_DFF.data_out[6] | 11.57
## layer usage
metal | vias up | GRT usage | routed length, µm | share of wire
li1 | 17500 | - | - | -
met1 | 21800 | 0.435 | 82100 | 0.39
met2 | 2514 | 0.458 | 91900 | 0.44
met3 | 619 | 0.134 | 25900 | 0.12
met4 | 16 | 0.126 | 10700 | 0.051
met5 | - | 0.00178 | 101 | 0.00048
## cell usage after synthesis, types with 34 or more instances
library cell | number | area share
nor2b_1 | 34 | 0.0039
nor2_1 | 286 | 0.020
a21oi_1 | 209 | 0.019
mux2i_1 | 277 | 0.051
buf_2 | 216 | 0.020
o32a_1 | 103 | 0.019
a22oi_1 | 362 | 0.050
dfrtp_1 | 1024 | 0.48
nand2_1 | 143 | 0.010
a221oi_1 | 47 | 0.0076
mux2_2 | 1081 | 0.23
o221ai_1 | 67 | 0.011
nand2b_1 | 57 | 0.0066
o211ai_1 | 88 | 0.012
a31oi_1 | 64 | 0.0074
a2bb2oi_1 | 45 | 0.0073
clkbuf_1 | 207 | 0.014
o22ai_1 | 66 | 0.0077
## power by group through the flow
| stage | clock network, µW | registers (µW) | logic [µW] |
|---|---|---|---|
| 4_1_cts | 3420 | 4730 | 2150 |
| 5_1_grt | 3550 | 4850 | 2320 |
| 6_report | 3370 | 4750 | 2170 |
Power figures rest on the tool's default switching activity, not on a simulated workload.
