`./design.v`:
```
`timescale 1ns / 1ps
module Alu32(
    input     CLK,
    input     RST,       
    input     EN,        
    input  [1:0]  OPcode_in,
    input          ADD_SUB_in,
    input          LRshift_in,
    input   [31:0] A,
    input   [31:0] B,
    output reg  [31:0] Result
    );
	 always @(*) begin
	      case (OPcode_in)
			    2'b00: Result = ADD_SUB_in ? A - B : A + B;
                2'b01: Result = LRshift_in ? A >> 1 : A << 1;
                2'b10: Result = A & B;
                2'b11: Result = A | B;
                default: Result = 32'd0;
			endcase
	end
endmodule
```
`./run.sh`:
```
#!/bin/bash
# OpenROAD 26Q1-2900-gdf79404cd8, Yosys 0.63+post, stock flow scripts
make -C /OpenROAD-flow-scripts/flow DESIGN_CONFIG=/design/flow/config.mk WORK_HOME=/design/flow/orfs finish
```
`./config.mk`:
```
export PLATFORM = sky130hd
export DESIGN_NAME = Alu32
export DESIGN_NICKNAME = Alu32
export VERILOG_FILES = /design/flow/design.v
export SDC_FILE = /design/flow/constraint.sdc
export NUM_CORES = 4
export LEC_CHECK = 1
export CORE_UTILIZATION = 30
```
`./constraint.sdc`:
```
current_design Alu32

set clk_period 17.6
set clk_io_pct 0.2

create_clock -name clk0 -period $clk_period

set non_clock_inputs [all_inputs -no_clocks]
set_input_delay [expr $clk_period * $clk_io_pct] -clock clk0 $non_clock_inputs
set_output_delay [expr $clk_period * $clk_io_pct] -clock clk0 [all_outputs]
```
==> impl_metrics.env <==
# yosys + openroad results
export IMPL_status="completed"
export IMPL_routed_via_count=4464
export IMPL_warnings=37
export IMPL_netlist_area_leader_share_pct=11.2
export IMPL_hold_path_class="input pin to output pin"
export IMPL_routed_wl_mm=13.2
export IMPL_synth_top_cell_by_area="ha_1"
export IMPL_flops=0
export IMPL_globalRouteOverflowTotal=0
export IMPL_max_vdd_ir_drop_v=0.0000132
export IMPL_dpl_hpwl_mm=10.2
export IMPL_synth_distinct_cells=71
export IMPL_regArea_sq_um=0
export IMPL_max_freq_mhz=87.4
export IMPL_die_y_um=115
export IMPL_syn_cell_area_sq_um=3810
export IMPL_critPathLaunchType="input pin"
export IMPL_wl_per_cell_um=16.3
export IMPL_cp_max_fo=8
export IMPL_die_area_sq_um=13200
export IMPL_post_cts_buffers=0
export IMPL_top_cells_by_area="ha_1 11%, xnor2_1 9.9%, a21oi_1 9.1%, mux2i_1 7.4%, o21ai_0 5.6%"
export IMPL_io_buffers=100
export IMPL_antenna_cells=0
export IMPL_pin_count=103
export IMPL_p_int_mw=0.0929
export IMPL_worstMarginPinSlew_ps=744
export IMPL_finalMaxSlewViolations=0
export IMPL_period_used_pct=65.0
export IMPL_critPathKind="input pin to output pin"
export IMPL_cp_endpoint="Result[27]"
export IMPL_ant_nets=0
export IMPL_ys_cells=568
export IMPL_powerDensity_nw_per_um2=39.3
export IMPL_end_kind="output pin"
export IMPL_finalSetupTns_ps=0
export IMPL_drive_gt1_share_pct=6.70
export IMPL_maxCapViolations=0
export IMPL_place_gp_congestion=0.975
export IMPL_cp_startpoint="B[4]"
export IMPL_ys_area_sq_um=3810
export IMPL_core_sq_um=12200
export IMPL_power_frac_comb_pct=100.0
export IMPL_rows=40
export IMPL_sw_frac_of_total_pct=52.0
export IMPL_cp_data_arrival_time_ps=7930
export IMPL_grt_pass1_vias=4174
export IMPL_track_usage_pct=20.2
export IMPL_holdWs_ps=8020
export IMPL_yosys_warnings=1
export IMPL_dr_pass1_iters=5
export IMPL_pwr_share_clk_pct=0
export IMPL_grt_pass1_wl_mm=21.3
export IMPL_relSlewSlack_pct=50.0
export IMPL_period_minus_slack_ps=11450
export IMPL_cts_resized=0
export IMPL_required_ps=14080
export IMPL_finalPower_mw=0.194
export IMPL_hold_buffers=0
export IMPL_seqPwrFrac_pct=0
export IMPL_switchingPower_mw=0.101
export IMPL_drcViolationCount=0
export IMPL_avgSynthCellArea_sq_um=6.71
export IMPL_finalHoldViolCount=0
export IMPL_drtIter0Drc=380
export IMPL_clkbuf_count=0
export IMPL_p_leak_nw=1.85
export IMPL_rsz0062_at_grt="false"
export IMPL_fp_util_pct=31.2
export IMPL_grt_start_max_net_pins=65
export IMPL_ys_seq_share_pct=0
export IMPL_antenna_found_initial=0
export IMPL_setup_violations=0
export IMPL_vias_per_cell=5.51
export IMPL_synth_cells=568
export IMPL_die_x_um=115
export IMPL_syn2layout_area_growth_pct=29.2
## metal layers
metal | share of wire, % | GRT usage [%] | vias to the layer above
li1 | - | - | 2260
met1 | 50 | 30.1 | 2065
met2 | 45 | 34.2 | 137
met3 | 4.9 | 0.755 | 2
met4 | 0.23 | 0.952 | 0
met5 | 0 | 0 | -
## synthesized netlist by cell type (3+ instances only)
master and instances:
a21o_1 7, mux2_2 4, or2_2 4, o211ai_1 6, a31o_2 3, o21a_1 11
a21oi_1 69, mux2i_1 28, nand2b_1 3, a211oi_1 5, nor3_1 13, nand4_1 5
nor2b_1 5, a31oi_1 8, buf_1 4, xor2_1 5, clkbuf_1 22, xnor2_1 43
inv_1 15, nor2_1 55, nand3_1 9, o21bai_1 5, ha_1 34, and2_1 3
a21oi_2 4, or3_1 5, o221ai_1 6, o31ai_1 5, o21ai_0 43, buf_2 3
nand2_1 56, and3_1 7, nor4_1 6, maj3_1 17
## critical path, stage by stage
cell	delay, ps
clkdlybuf4s50_1	540
or4_1	590
nor4_1	350
a21oi_1	150
xnor2_1	140
ha_1	380
a21oi_2	210
o21ai_1	120
a211o_1	320
a21oi_2	340
a211oi_1	170
o21a_1	200
o31ai_1	340
clkdlybuf4s50_1	540
## power by group through the flow
stage / sequential (mW) / clock, mW / combinational, mW
4_1_cts: 0 / 0 / 0.193
5_1_grt: 0 / 0 / 0.213
6_report: 0 / 0 / 0.194
## stage by stage
| stage | setup slack (ps) | cells | utilization (%) | cell area [sq um] |
|---|---|---|---|---|
| final | 6150 | 810 | 40.3 | 4920 |
| after global routing | 5780 | 810 | 40.3 | 4920 |
| after CTS | 6160 | 810 | 40.3 | 4920 |
| after detailed placement | 6180 | 810 | 40.3 | 4920 |
| after global placement | 6180 | 810 | 40.3 | 4920 |
| after floorplan | 7660 | 568 | - | 3810 |
## logic make-up (layout without fill, tap and decap cells)
logic type / count (synthesis) / count (layout) / synth area share [%]
AND-OR/OR-AND: 198 / 198 / 33.6
XOR/XNOR: 49 / 49 / 11.5
adder cells (fa/ha/maj): 52 / 52 / 16.2
buffers and inverters: 47 / 121 / 4.79
multiplexers: 32 / 32 / 8.54
AND/OR/NAND/NOR: 190 / 190 / 25.5
## how the worst min path moves through the flow
stage,from,to,slack [ps],cells after the start
final,OPcode_in[1],Result[8],8020,5
after global routing,OPcode_in[1],Result[8],8070,5
after CTS,OPcode_in[1],Result[8],8020,5
## cell usage in the layout, fill, tap and decap left out, types with 4 or more instances in the layout
cell / n
nor2_1: 55
a21o_1: 7
nor4_1: 6
nand4_1: 5
o31ai_1: 5
o21ai_0: 43
a211oi_1: 5
and3_1: 7
xnor2_1: 43
a21oi_1: 69
o21a_1: 11
nand3_1: 9
o221ai_1: 6
nand2_1: 56
or2_2: 4
clkdlybuf4s50_1: 97
or3_1: 5
ha_1: 34
xor2_1: 5
inv_1: 15
nor3_1: 13
a21oi_2: 4
maj3_1: 17
o211ai_1: 6
a31oi_1: 8
buf_4: 5
o21bai_1: 5
mux2i_1: 28
mux2_2: 4
nor2b_1: 5
## final cells by class
class	instances	area (sq um)
Fill cell	1311	7290
Timing Repair Buffer	105	1020
Tap cell	168	210
Inverter	16	60.1
Multi-Input combinational cell	521	3630
No activity file was given, so power comes from the tool's default toggle rates.
