File: design/flow/run.sh
#!/bin/bash
# OpenROAD 26Q1-2900-gdf79404cd8, Yosys 0.63+post, stock flow scripts
make -C /OpenROAD-flow-scripts/flow DESIGN_CONFIG=/design/flow/config.mk WORK_HOME=/design/flow/orfs finish
File: design/flow/config.mk
export PLATFORM = sky130hd
export DESIGN_NAME = ALU32
export DESIGN_NICKNAME = ALU32
export VERILOG_FILES = /design/flow/design.v
export SDC_FILE = /design/flow/constraint.sdc
export NUM_CORES = 4
export LEC_CHECK = 1
export CORE_UTILIZATION = 40
File: design/flow/constraint.sdc
current_design ALU32

set clk_period 13.7
set clk_io_pct 0.2

create_clock -name clk0 -period $clk_period [get_ports {CLK}]

set non_clock_inputs [all_inputs -no_clocks]
set_input_delay [expr $clk_period * $clk_io_pct] -clock clk0 $non_clock_inputs
set_output_delay [expr $clk_period * $clk_io_pct] -clock clk0 [all_outputs]
File: design/flow/design.v
module ALU32 (
    input  wire        CLK,
    input  wire        RST,       
    input  wire        EN,        
    input  wire [1:0]  OPcode_in,
    input  wire        ADD_SUB_in,
    input  wire        LRshift_in,
    input  wire [31:0] A,
    input  wire [31:0] B,
    output reg  [31:0] Result
);
    reg [1:0] OPcode;
    reg       ADD_SUB;
    reg       LRshift;
    always @(posedge CLK) begin
        if (RST) begin
            OPcode  <= 2'b00;
            ADD_SUB <= 1'b0;
            LRshift <= 1'b0;
        end
        else if (EN) begin
            OPcode  <= OPcode_in;
            ADD_SUB <= ADD_SUB_in;
            LRshift <= LRshift_in;
        end
    end
    always @(*) begin
        case (OPcode)
            2'b00: begin
                if (ADD_SUB == 1'b0)
                    Result = A + B;
                else
                    Result = A - B;
            end
            2'b01: begin
                if (LRshift == 1'b0)
                    Result = A << 1;    
                else
                    Result = A >> 1;    
            end
            2'b10: begin
                Result = A & B;
            end
            2'b11: begin
                Result = A | B;
            end
            default: begin
                Result = 32'b0;
            end
        endcase
    end
endmodule
==> impl.org <==
#+TITLE: Implementation results

** Global route
- Number of global-route vias before repair :: 4282
- Total Routing Usage GR :: 0.269
- Congestion Overflow GR :: 0
- The initial antenna violation count came to 0.
- First-pass GRT wire length :: between 20000 and 25000 µm
- Entering global routing, the biggest net connects ~74 pins.

** Die
- Die Area :: 0.0102 mm²
- Num ports :: approximately 100
- Die W :: roughly 100 µm
- According to the floorplan report, the placeable core area is between 0.009 and 0.01 mm².
- Starting density of the core :: 0.419
- Number of standard-cell rows in the floorplan :: 35
- The vertical die dimension reported for this design is between 100 and 150 µm.

** Placed design
- The wire-length estimate of the detail-placed layout is 10300 µm.
- The count of buffers added on input and output ports is about 100.
- RePlAce ended its routability-driven mode at a weighted congestion of 0.978.

** Synth
- The synthesis report lists the Yosys warning total as 1.
- The gate-level netlist out of Yosys references approximately 69 unique cell types.
- After synthesis the cells add up to between 0.003 and 0.004 mm².
- Post-synthesis cell count from yosys :: a little under 600
- In this run, synthesis inferred 0 flip-flops with an integrated enable.
- Gate count after technology mapping :: just under 600
- Avg Cell Area, Syn :: a little under 7 µm²
- Post-synthesis async set-or-reset flop share :: 0
- Of the synthesized area, sequential elements account for 0.0204.
- Leading register cell type out of synthesis :: sky130_fd_sc_hd__dfxtp_1
- The synthesis stat section lists a flop and latch total of 4.
- In the synthesis report, Yosys lists the chip area as 0.00393 mm².

** Detailed routing
- Number of remaining DRC errors :: 0
- Number of vias in the routed layout :: roughly 4500
- The detailed router reported a total wirelength of roughly 13000 µm.
- Dividing the detail-routed wire length by the instance count gives 17.2 µm.
- The number of antenna diodes in the final layout is 0.
- Remaining antenna violation count after routing :: 0
- First-pass iteration count of the detailed router :: 5
- Per-cell via count in the routed design :: 5.80
- Per the log, the first TritonRoute iteration ended with a DRC count of about 240.

** Timing
- Worst rel slew slack :: 0.505
- The pin closest to its max-slew limit shows a slew of approximately 0.74 ns.
- In the final timing run, aggregate negative setup slack is 0 ns.
- Setup repair after global routing left no endpoint under its margin.
- Part of the cycle the worst path needs :: 0.735
- Final clock skew :: 0 ns
- For this run, the final setup violation count is recorded as 0.
- Max Slew Vio Count :: 0
- The final timing report derives a shortest allowable period of between 10 and 15 ns.
- Hold violation total from the final report :: 0
- Highest attainable clock frequency :: 99.3 MHz

** Power
- The design draws ~0.34 mW.
- Power Dens Cells :: 67.2 mW/mm²
- Leakage :: ~1.9 nW
- Max IR drop VDD :: roughly 0.042 mV

** Layout
- Fillers :: roughly 960
- Area used by multi-input combinational logic :: approximately 0.0036 mm²
- Total area of sequential cells :: about 83 µm²
- The area growth from synthesis to layout is 28.1%.
- Fraction of layout instances using a drive strength above 1 :: 0.0550

** Critical path
- WP data arrival :: approximately 7.3 ns
- For flop-to-flop paths, the worst setup slack is around 12 ns.
- STA classifies the critical path startpoint as an input port.
- The critical path endpoint has a required time of around 11 ns.
- Worst path slowest cell :: sky130_fd_sc_hd__clkdlybuf4s50_1
- Tracing the worst setup path back leads to its startpoint at B[4].
- Type of destination of the critical path :: output pin
- Worst reg2reg startpoint :: OPcode[0]$_SDFFE_PP0P_
- The critical path maximum fanout is 10.
- For this run, the slowest stage of the critical path takes a little over 0.5 ns.
- The critical path in this run is classified as input port to output pin.
- Per STA, the worst path is made up of clkdlybuf4s50_1 -> nor4_1 -> nor2b_1 -> nand3_1 -> nor2_1 -> a31oi_1 -> xnor2_1 -> ha_1 -> a21o_1 -> a21o_1 -> a21oi_1 -> o21ai_0 -> nor4b_1 -> nor2_1 -> mux2i_1 -> nand2_1 -> clkdlybuf4s50_1.

** Flow run
- Max-cap violation count :: 0
- The tool warning count for the run is 27.

** Run status
- The run finished with clean final reports.

** Clock tree
- TritonCTS built the clock tree.
- Number of sinks handled by clock tree synthesis :: 4
- Looking at the clock tree report, the maximum root-to-sink buffer count equals 2.
- Clock-pin transition on the worst setup and hold timing paths :: around 0.03 ns
- H-Tree Level Count :: 1
- In this run the post-CTS setup repair buffer count came out at 0.
- The tree is rooted in a sky130_fd_sc_hd__clkbuf_8.
- Per the skew report, the later register of the worst-skew pair sees a clock latency of between 0.2 and 0.25 ns.
- In this run, post-CTS repair resized a total of 0 instances.
- For this design, the CTS-stage hold fixing added 0 buffers.
- Number of buffers created by CTS :: 3

** Hold path
- Note that the worst hold path type here is flip-flop to flip-flop.
- The launch point of the worst min-delay path is recorded as ADD_SUB$_SDFFE_PP0P_.
## placed cells by master (no fill, tap or decap), types with 8 or more instances in the layout
cell / n
sky130_fd_sc_hd__a211oi_1: 11
sky130_fd_sc_hd__a21o_1: 15
sky130_fd_sc_hd__a21oi_1: 63
sky130_fd_sc_hd__a31oi_1: 13
sky130_fd_sc_hd__clkdlybuf4s50_1: 102
sky130_fd_sc_hd__ha_1: 34
sky130_fd_sc_hd__inv_1: 20
sky130_fd_sc_hd__maj3_1: 21
sky130_fd_sc_hd__mux2_2: 11
sky130_fd_sc_hd__mux2i_1: 26
sky130_fd_sc_hd__nand2_1: 55
sky130_fd_sc_hd__nand3_1: 8
sky130_fd_sc_hd__nand4_1: 11
sky130_fd_sc_hd__nor2_1: 53
sky130_fd_sc_hd__nor3_1: 13
sky130_fd_sc_hd__nor4_1: 11
sky130_fd_sc_hd__o21ai_0: 41
sky130_fd_sc_hd__xnor2_1: 39
sky130_fd_sc_hd__xor2_1: 11
## critical path: cells and delay by family
kind,cells,cell delay [ns]
multiplexers,1,0.12
adder cells (fa/ha/maj),1,0.41
XOR/XNOR,1,0.16
buffers and inverters,2,0.98
AND/OR/NAND/NOR,7,1.84
AND-OR/OR-AND,5,1.07
## registers in the layout (all words and copies together), names as in the netlist
signal   count
LRshift      1
ADD_SUB      1
OPcode       2
## through the flow
step / setup slack [ns] / hold WS, ns / instance area (µm²) / cells / util
2_1_floorplan: 5.29 / 0.739 / 3930 / 583 / -
3_3_place_gp: 3.87 / 0.808 / 4990 / 781 / 0.532
3_5_place_dp: 3.71 / 0.813 / 4990 / 781 / 0.532
4_1_cts: 3.71 / 0.821 / 5030 / 784 / 0.537
5_1_grt: 3.21 / 0.868 / 5030 / 784 / 0.537
6_report: 3.63 / 0.821 / 5030 / 784 / 0.537
## layer usage
layer  global-route usage  vias to the layer above  share of wire
met5                    0                        -              0
met4               0.0245                        0         0.0081
met3               0.0254                        9          0.056
met2                0.413                      136           0.43
met1                0.419                     2095           0.50
li1                     -                     2306              -
## synth_stat cells (all sizes together) (3+ instances only)
cell	n	area, µm²
buf	8	50.0
nor4	11	68.8
nor2	53	199
o211ai	4	30.0
xnor2	40	358
and3	4	26.3
nor3	13	65.1
o22ai	7	43.8
nand3	8	40.0
nand2b	3	18.8
mux2i	26	260
a31oi	14	93.8
dfxtp	4	80.1
nand2	55	206
nor2b	7	43.8
mux2	11	124
nor4b	3	26.3
a211oi	11	82.6
a21o	15	113
o21a	4	30.0
o21ai	42	214
ha	34	425
clkbuf	31	116
or4	3	26.3
xor2	11	96.3
a21oi	64	324
inv	20	75.1
o221ai	4	35.0
maj3	21	210
and2	3	18.8
nand4	11	68.8
## area by class of cell
class                      count  share of cell area
multi-input combinational    519               0.716
inverter                      21              0.0157
clock buffer                   3             0.00821
sequential                     4              0.0164
timing repair buffer         108               0.212
tap                          129              0.0321
## kinds of logic after synthesis
| family | share of synthesized area |
|---|---|
| AND-OR/OR-AND | 0.307 |
| AND/OR/NAND/NOR | 0.229 |
| buffers and inverters | 0.0625 |
| adder cells (fa/ha/maj) | 0.167 |
| XOR/XNOR | 0.116 |
| multiplexers | 0.0979 |
| flip-flops | 0.0204 |
## power by group
part	leakage, nW	total (mW)	switching, mW	internal (mW)
registers	0.0337	0.0127	0.000233	0.0125
logic	1.86	0.301	0.147	0.154
clock network	0.0216	0.0239	0.00524	0.0187
total	1.92	0.338	0.153	0.185
## final timing paths
check | end | cells after the start
worst max-delay path | Result[31] | 17
worst min-delay path | ADD_SUB$_SDFFE_PP0P_ | 3
worst max register to register | OPcode[0]$_SDFFE_PP0P_ | 3
worst min register to register | ADD_SUB$_SDFFE_PP0P_ | 3
Power is estimated from default activity; no workload was simulated.
